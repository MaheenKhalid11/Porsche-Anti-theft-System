### /design/flow/run.sh
#!/bin/bash
# OpenROAD 26Q1-2900-gdf79404cd8, Yosys 0.63+post, stock flow scripts
make -C /OpenROAD-flow-scripts/flow DESIGN_CONFIG=/design/flow/config.mk WORK_HOME=/design/flow/orfs finish
### /design/flow/config.mk
export PLATFORM = sky130hd
export DESIGN_NAME = AntiTheftSystem
export DESIGN_NICKNAME = AntiTheftSystem
export VERILOG_FILES = /design/flow/design.v
export SDC_FILE = /design/flow/constraint.sdc
export NUM_CORES = 4
export LEC_CHECK = 1
export CORE_UTILIZATION = 30
### /design/flow/constraint.sdc
current_design AntiTheftSystem

set clk_period 4.0
set clk_io_pct 0.2

create_clock -name clk0 -period $clk_period [get_ports {clk}]

set non_clock_inputs [all_inputs -no_clocks]
set_input_delay [expr $clk_period * $clk_io_pct] -clock clk0 $non_clock_inputs
set_output_delay [expr $clk_period * $clk_io_pct] -clock clk0 [all_outputs]
### /design/flow/design.v
module anti_theft_fsm (
    input  wire clk,
    input  wire reset,
    input  wire ignition,
    input  wire driver_door,
    input  wire passenger_door,
    input  wire expired,              
    output wire [1:0] interval,       
    output reg  start_timer,          
    output reg  led,
    output reg  siren
);
    parameter S_ARMED_IDLE          = 3'd0,
              S_TRIGGERED_COUNTDOWN = 3'd1,
              S_SOUND_ALARM         = 3'd2,
              S_DISARMED            = 3'd3,
              S_WAIT_DRIVER_OPEN    = 3'd4,
              S_WAIT_DRIVER_CLOSE   = 3'd5,
              S_ARM_DELAY_COUNTDOWN = 3'd6;
    reg [2:0] state, next_state;
    reg blink_flag;
    reg [24:0] blink_counter;
    always @(posedge clk or posedge reset) begin
        if (reset) begin
            blink_counter <= 0;
            blink_flag    <= 0;
        end else if (state == S_ARMED_IDLE) begin
            if (blink_counter >= 25_000_000 - 1) begin
                blink_counter <= 0;
                blink_flag    <= ~blink_flag;
            end else
                blink_counter <= blink_counter + 1;
        end else begin
            blink_counter <= 0;
            blink_flag    <= 0;
        end
    end
    reg [1:0] interval_reg;
    assign interval = interval_reg;
    reg passenger_first, passenger_first_next;
    reg expired_latched;
    always @(posedge clk or posedge reset) begin
        if (reset)
            expired_latched <= 0;
        else if (expired)
            expired_latched <= 1;
        else if ( (state == S_TRIGGERED_COUNTDOWN && next_state == S_SOUND_ALARM) ||
                  (state == S_ARM_DELAY_COUNTDOWN && next_state == S_ARMED_IDLE)   ||
                  (state == S_SOUND_ALARM         && next_state == S_ARMED_IDLE) )
            expired_latched <= 0;
    end
    always @(posedge clk or posedge reset) begin
        if (reset) begin
            state           <= S_ARMED_IDLE;
            passenger_first <= 0;
            interval_reg    <= 0;
            start_timer     <= 0;
        end else begin
            state           <= next_state;
            passenger_first <= passenger_first_next;
            start_timer     <= 0;
            if (next_state != state) begin
                case (next_state)
                    S_TRIGGERED_COUNTDOWN: begin
                        interval_reg <= passenger_first ? 2'b10 : 2'b01;  
                        start_timer  <= 1;
                    end
                    S_ARM_DELAY_COUNTDOWN: begin
                        interval_reg <= 2'b00;  
                        start_timer  <= 1;
                    end
                    S_SOUND_ALARM: begin
                        interval_reg <= 2'b11;  
                        start_timer  <= 1;
                    end
                endcase
            end
        end
    end
    always @(*) begin
        led  = 0;
        siren = 0;
        next_state = state;
        passenger_first_next = passenger_first;
        case (state)
            S_ARMED_IDLE: begin
                led = blink_flag;
                if (ignition)
                    next_state = S_DISARMED;
                else if (driver_door || passenger_door) begin
                    passenger_first_next = (passenger_door && !driver_door);
                    next_state = S_TRIGGERED_COUNTDOWN;
                end
            end
S_TRIGGERED_COUNTDOWN: begin
    led = 1;
    if (ignition)
        next_state = S_DISARMED;
    else if (!driver_door && !passenger_door)   
        next_state = S_ARMED_IDLE;
    else if (expired_latched)                   
        next_state = S_SOUND_ALARM;
end
            S_SOUND_ALARM: begin
                led   = 1;
                siren = 1;
                if (ignition)
                    next_state = S_DISARMED;
                else if (expired_latched)    
                    next_state = S_ARMED_IDLE;
            end
            S_DISARMED: begin
    if (!ignition) begin
        if (!driver_door && !passenger_door)
            next_state = S_ARMED_IDLE;    
			else if(driver_door || passenger_door)
			   next_state= S_WAIT_DRIVER_CLOSE;
        else
            next_state = S_WAIT_DRIVER_OPEN;  
    end
end
            S_WAIT_DRIVER_OPEN: begin
                if (driver_door || passenger_door)
                    next_state = S_WAIT_DRIVER_CLOSE;
            end
            S_WAIT_DRIVER_CLOSE: begin
                if (!driver_door && !passenger_door)
                    next_state = S_ARM_DELAY_COUNTDOWN;
            end
            S_ARM_DELAY_COUNTDOWN: begin
                led = 1;
                if (driver_door || passenger_door)
                    next_state = S_WAIT_DRIVER_CLOSE;
                else if (expired_latched)
                    next_state = S_ARMED_IDLE;
            end
        endcase
    end
endmodule
 module AntiTheftSystem (
    input clk,                           
    input rst,                           
    input ignition_switch,               
    input brake_switch,                  
    input hidden_switch,                 
    input driver_door,                   
    input passenger_door,                
    input reprogram,                     
    input [1:0] time_parameter_selector,  
    input [3:0] new_time_value,          
    output fuel_pump_power,              
    output status_led,                   
    output siren_out ,                    
	 output [6:0] segments,
	  output [3:0] an
);
    wire ignition_db, brake_db, hidden_db, driver_door_db, passenger_door_db, reprogram_db;
	 wire [3:0] count_out;
    debounce db_ignition (
        .reset_in(rst),
        .clock_in(clk),
        .noisy_in(ignition_switch),
        .clean_out(ignition_db)
    );
    debounce db_brake (
        .reset_in(rst),
        .clock_in(clk),
        .noisy_in(brake_switch),
        .clean_out(brake_db)
    );
    debounce db_hidden (
        .reset_in(rst),
        .clock_in(clk),
        .noisy_in(hidden_switch),
        .clean_out(hidden_db)
    );
    debounce db_driver (
        .reset_in(rst),
        .clock_in(clk),
        .noisy_in(driver_door),
        .clean_out(driver_door_db)
    );
    debounce db_passenger (
        .reset_in(rst),
        .clock_in(clk),
        .noisy_in(passenger_door),
        .clean_out(passenger_door_db)
    );
    debounce db_reprogram (
        .reset_in(rst),
        .clock_in(clk),
        .noisy_in(reprogram),
        .clean_out(reprogram_db)
    );
    wire [1:0] interval;
    wire [3:0] selected_time;
    wire start_timer;
    wire expired;
    wire one_hz_enable;
    Fuel_Pump fuelpump_inst (
        .clk(clk),
        .rst(rst),
        .ignition(ignition_db),
        .brake(brake_db),
       .hidden_switch(hidden_db),
        .power(fuel_pump_power)
    );
    Time_Parameters timeparams_inst (
        .clk(clk),
        .rst(rst),
        .interval(interval),                                 
        .time_parameter_selector(time_parameter_selector),  
        .new_value(new_time_value),                         
        .reprogram(reprogram_db),                           
        .selected_time(selected_time)                       
    );
    OneHzDivider divider_inst (
        .clk(clk),
        .rst(rst),
        .one_hz_enable(one_hz_enable)       
    );
    Timer timer_inst (
        .clk(clk),
        .rst(rst),
        .start_timer(start_timer),          
        .one_hz_enable(one_hz_enable),      
        .load_value(selected_time),         
        .expired(expired) ,
        .count(count_out)		   
    );
    seven_segment seg_inst (
        .in(count_out),
        .an(an),             
        .segments(segments)
    );
    anti_theft_fsm fsm_inst (
        .clk(clk),
        .reset(rst),
        .ignition(ignition_db),
        .driver_door(driver_door_db),
        .passenger_door(passenger_door_db),
        .expired(expired),
        .interval(interval),                
        .start_timer(start_timer),          
        .led(status_led),                   
        .siren(siren_out)                   
    );
endmodule
module debounce (
    input wire reset_in,
    input wire clock_in,
    input wire noisy_in,
    output reg clean_out
);
    reg [19:0] count;
    reg new_input;
    always @(posedge clock_in) begin
        if (reset_in) begin
            new_input <= noisy_in;
            clean_out <= noisy_in;
            count <= 0;
        end
        else if (noisy_in != new_input) begin
            new_input <= noisy_in;
            count <= 0;
        end
        else if (count == 0) begin
            clean_out <= new_input;
        end
        else begin
            count <= count + 1;
        end
    end
endmodule
`timescale 1ns / 1ps
module Fuel_Pump(
input clk,rst,ignition,brake,hidden_switch,
output reg power
    );
 always@(posedge clk) begin
 if(rst) begin
 power<=0; end
 else begin
     if(!ignition) begin
     power<=0; end
     else if(ignition && brake && hidden_switch) begin
     power<=1; end
     else begin
     power<=0; end
     end
     end
endmodule
module OneHzDivider(
    input  wire clk,           
    input  wire rst,           
    output reg  one_hz_enable  
);
    reg [26:0] counter;  
    always @(posedge clk or posedge rst) begin
        if (rst) begin
            counter        <= 0;
            one_hz_enable  <= 0;
        end 
        else if (counter == 100_000_000 - 1) begin
            one_hz_enable <= 1;
            counter       <= 0;
        end 
        else begin
            one_hz_enable <= 0;
            counter       <= counter + 1;
        end
    end
endmodule
module Time_Parameters (
    input clk,                      
    input rst,                      
    input [1:0] interval,           
    input [1:0] time_parameter_selector,  
    input [3:0] new_value,          
    input reprogram,                
    output [3:0] selected_time  
);
    reg [3:0] time_values [0:3];  
    always @(posedge clk or posedge rst) begin
        if (rst) begin
            time_values[0] <= 4'd2;   
            time_values[1] <= 4'd5;    
            time_values[2] <= 4'd8;   
            time_values[3] <= 4'd10;   
        end else if (reprogram) begin
            time_values[time_parameter_selector] <= new_value;
        end
    end
      assign  selected_time = time_values[interval];   
endmodule
module Timer (
    input  wire       clk,            
    input  wire       rst,
    input  wire       start_timer,
    input  wire       one_hz_enable,  
    input  wire [3:0] load_value,
    output reg        expired,
    output reg [3:0]  count
);
    reg counting;
    always @(posedge clk or posedge rst) begin
        if (rst) begin
            count    <= 0;
            counting <= 0;
            expired  <= 0;
        end 
        else begin
            if (start_timer) begin
                count    <= load_value;
                counting <= 1;
					 expired<=0;
            end
            else if (counting && one_hz_enable) begin
                if (count > 0) begin
                    count <= count - 1;
                end else if (count == 0) begin
                    count    <= 0;
                    counting <= 0;
                    expired  <= 1;
                end
            end
        end
    end
endmodule
`timescale 1ns / 1ps
module seven_segment(
    input [3:0] in,             
    output [3:0] an,            
    output reg [6:0] segments   
);
    assign an = 4'b1100;
    always @(*) begin
        case (in)
            4'b0000: segments = ~7'b0111111;  
            4'b0001: segments = ~7'b0000110;  
            4'b0010: segments = ~7'b1011011;  
            4'b0011: segments = ~7'b1001111;  
            4'b0100: segments = ~7'b1100110;  
            4'b0101: segments = ~7'b1101101;  
            4'b0110: segments = ~7'b1111101;  
            4'b0111: segments = ~7'b0000111;  
            4'b1000: segments = ~7'b1111111;  
            4'b1001: segments = ~7'b1101111;  
            4'b1010: segments = ~7'b1110111;  
            4'b1011: segments = ~7'b1111100;  
            4'b1100: segments = ~7'b0111001;  
            4'b1101: segments = ~7'b1011110;  
            4'b1110: segments = ~7'b1111001;  
            4'b1111: segments = ~7'b1110001;  
            default: segments = ~7'b0000000;
        endcase
    end
endmodule
==> results.sh <==
# physical design summary
export IMPL_outcome="finished, final reports clean"
export IMPL_fin_setup_tns_ns=0
export IMPL_total_power_w=0.00569
export IMPL_rrSetupSlack_ns=1.42
export IMPL_chip_area_um2=35900
export IMPL_globalRouteTotalUtil=0.115
export IMPL_synth_distinct_cells=64
export IMPL_period_minus_slack_ns=3.29
export IMPL_timing_final_crit_share=0.822
export IMPL_reg2reg_to="fsm_inst.blink_counter[21]"
export IMPL_cp_class="flop to output pin"
export IMPL_final_layout_size_suffix_gt1_frac=0.0919
export IMPL_dieHeight_um=189
export IMPL_area_leaders="dfxtp_1, dfrtp_1, xnor2_1"
export IMPL_path_clk_slew_ns=0.06
export IMPL_top_cell_area_share=0.230
export IMPL_worst_pin_slew_ns=0.943
export IMPL_p_leak_nw=4.40
export IMPL_final_max_slew_viol_count=0
export IMPL_yosysCellCount=1139
export IMPL_dp_hpwl_um=13500
export IMPL_final_layout_fill_cell_count=3445
export IMPL_detailedRoute_firstIterationViolations=415
export IMPL_placed_cells_incl_taps=1593
export IMPL_logic_area_um2=5310
export IMPL_edf_count=12
export IMPL_critical_path_required_ns=3.20
export IMPL_worst_setup_path_start_kind="flop"
export IMPL_route_detailed_wl_per_inst_um=12.1
export IMPL_holdPathEnd="fsm_inst.blink_counter[0]"
export IMPL_initCoreUtil=0.305
export IMPL_grt_pass1_vias=7187
export IMPL_number_of_antenna_violations_at_the_first_check_in_global_routing=0
export IMPL_critical_path_cell_chain="inv_1 -> ha_1 -> nor2_1 -> or3b_2 -> o21ai_0 -> clkdlybuf4s50_1"
export IMPL_async_set_or_reset_register_ratio_after_synthesis=0.390
export IMPL_seqCellArea_um2=4920
export IMPL_htree_levels=1
export IMPL_ctsRootBufferMaster="clkbuf_16"
export IMPL_post_cts_buffers=0
export IMPL_vias_per_cell=4.70
export IMPL_gr_total_overflow=0
export IMPL_synth_seq_cells=218
export IMPL_synth_yosys_seq_area_share=0.466
export IMPL_boundaryPins=28
export IMPL_top_layer="met4"
export IMPL_worst_setup_path_end_kind="output pin"
export IMPL_log_warning_count=35
export IMPL_routed_via_count=7710
export IMPL_place_congestion=0.815
export IMPL_cts_buffers=26
export IMPL_clock_skew_final_ns=0.00686
export IMPL_arrival_ns=2.49
export IMPL_postPlaceCellArea_um2=11300
export IMPL_drv_cap=0
export IMPL_core_region_area_um2=34500
export IMPL_largest_area_cell="dfxtp_1"
export IMPL_netlist_instances=1139
export IMPL_syn2layout_area_growth_pct=15.9
export IMPL_cts_resized=0
export IMPL_largest_net_degree_at_the_start_of_global_routing=57
export IMPL_final_report_setup_violation_count=0
export IMPL_crit_path_max_fanout=8
export IMPL_final_cell_mix="nor2_1, dfxtp_1, nand2_1, xnor2_1, dfrtp_1"
export IMPL_clock_tree_buffer_depth=3
export IMPL_worstHoldPathType="flop to flop"
export IMPL_clock_latency_reported_for_the_late_side_of_the_worst_skew_pair_ns=0.51
export IMPL_grt_setup_unrepaired="false"
export IMPL_ctsHoldBuffers=0
export IMPL_biggestRegsByFlops="divider_inst.counter x27, fsm_inst.blink_counter x25"
export IMPL_routed_wl_met3_um=585
export IMPL_power_per_cell_area_nw_per_um2=466
export IMPL_layout_top_cell_excl_fill_tap="nor2_1"
export IMPL_post_syn_area_per_cell_um2=9.26
export IMPL_ir_drop_v=0.000277
export IMPL_cpPeakStageDelay_ns=0.48
export IMPL_finalHoldViolations=0
export IMPL_first_pass_grt_wire_length_um=34300
export IMPL_antenna_violating_nets_post_route=0
export IMPL_synth_area_yosys_um2=10500
export IMPL_clock_sinks=218
export IMPL_row_count=68
export IMPL_remaining_drc_errors=0
export IMPL_tritoncts="built"
export IMPL_ys_warn_count=8
export IMPL_wl_met1_um=10300
export IMPL_max_freq_mhz=304
export IMPL_pre_antenna_drt_iters=5
export IMPL_cell_area_after_synthesis_um2=10500
export IMPL_cell_at_the_slowest_stage_of_the_critical_path="or3b_2"
export IMPL_detail_route_wirelength_um=19900
export IMPL_layoutNonFillerInstCount=1641
export IMPL_worst_r2r_cell_count=6
export IMPL_wl_met2_um=8690
export IMPL_r2r_start="fsm_inst.blink_counter[12]"
export IMPL_largest_register="divider_inst.counter"
export IMPL_postLayoutCellArea_um2=12200
export IMPL_max_ffs_per_register=27
export IMPL_min_delay_path_depth=1
export IMPL_holdCritStartpoint="fsm_inst.blink_counter[0]"
export IMPL_route_antenna_diode_count=0
export IMPL_ys_flop_type="dfxtp_1"
export IMPL_numPortBuffers=23
export IMPL_die_width_um=189
export IMPL_max_slew_margin=0.366
metal layers:
layer / vias to the layer above / GRT usage
met5: - / 0
met4: 0 / 0.0183
met3: 27 / 0.0159
met2: 89 / 0.172
met1: 3569 / 0.184
li1: 4025 / -
synth_stat cells, types with 2 or more instances:
cell type,number
xnor2_1,83
nand3b_1,5
nor4_4,3
nand2_1,90
nor3b_1,9
nor4_1,26
o21ba_2,2
clkbuf_1,27
nor2b_1,5
nor4b_1,7
edfxtp_1,12
a31oi_1,2
or2_2,7
nand2b_1,7
and3_1,20
nand3_1,65
mux2_2,25
a32oi_1,2
ha_1,20
dfstp_2,6
a21o_1,2
and2_1,8
conb_1,2
nor2_1,153
buf_2,5
o31ai_1,6
or3_1,17
buf_4,4
and4_1,20
dfrtp_1,79
a22o_1,4
nand4_1,30
o21ai_0,35
or3b_2,4
dfxtp_1,121
a22oi_1,2
inv_1,43
xor2_1,58
nor3_1,57
a21oi_1,32
o22ai_1,3
mux2i_1,9
through the flow:
step	util	hold WS [ns]	worst slack, ns
floorplan	-	0.423	0.737
global placement	0.326	0.442	1.24
detailed placement	0.326	0.452	1.21
CTS	0.354	0.471	0.677
global route	0.354	0.478	0.553
finish	0.354	0.469	0.711
final cells by class:
class / count / area share
multi-input cells: 843 / 0.434
clock buffers: 39 / 0.0674
flip-flops and latches: 218 / 0.402
clock inverters: 9 / 0.0102
well taps: 455 / 0.0466
repair buffers: 34 / 0.0256
inverters: 43 / 0.0134
logic make-up (layout without fill, tap and decap cells):
group / count (synthesis) / in the layout / synth area share
flops: 218 / 218 / 0.466
compound gates: 103 / 103 / 0.0597
fa+ha+maj: 20 / 20 / 0.0237
mux: 35 / 35 / 0.0374
simple gates: 540 / 540 / 0.264
xor+xnor: 141 / 141 / 0.117
buf+inv: 80 / 125 / 0.0312
other cells: 2 / 4 / 0.000712
power by group:
group,internal [W],switching [W]
Combinational,0.000362,0.000321
Sequential,0.00234,0.000161
Clock,0.00161,0.000893
critical path, delay by kind of cell (launching register included):
family          cells  cell delay (ns)
compound gates      1             0.10
fa+ha+maj           1             0.23
buf+inv             2             0.64
flops               1             0.46
simple gates        2             0.55
how the worst max path moves through the flow:
stage	startpoint	endpoint	slack, ns	cells past startpoint
CTS	timer_inst.count[0]	segments[0]	0.68	6
global route	timer_inst.count[0]	segments[0]	0.55	6
finish	timer_inst.count[0]	segments[0]	0.71	6
No activity file was given, so power comes from the tool's default toggle rates.
